==> ./design.v <==
module leftshift2(clk, in, out);
  input clk;
  input [25:0] in;
  output [27:0] out;
  reg [27:0] out;
  always @(posedge clk)
  begin
    out = (in << 2);
  end
endmodule
==> ./run.sh <==
#!/bin/bash
# OpenROAD 26Q1-2900-gdf79404cd8, Yosys 0.63+post, stock flow scripts
make -C /OpenROAD-flow-scripts/flow DESIGN_CONFIG=/design/flow/config.mk WORK_HOME=/design/flow/orfs finish
==> ./config.mk <==
export PLATFORM = sky130hd
export DESIGN_NAME = leftshift2
export DESIGN_NICKNAME = leftshift2
export VERILOG_FILES = /design/flow/design.v
export SDC_FILE = /design/flow/constraint.sdc
export NUM_CORES = 4
export LEC_CHECK = 1
export CORE_AREA = 10 10 83 83
export DIE_AREA = 0 0 93 93
==> ./constraint.sdc <==
current_design leftshift2

set clk_period 1.0
set clk_io_pct 0.2

create_clock -name clk0 -period $clk_period [get_ports {clk}]

set non_clock_inputs [all_inputs -no_clocks]
set_input_delay [expr $clk_period * $clk_io_pct] -clock clk0 $non_clock_inputs
set_output_delay [expr $clk_period * $clk_io_pct] -clock clk0 [all_outputs]
==> impl_metrics.env <==
# implementation run metrics
export IMPL_worstPathArrival_ps=760
export IMPL_xor_share_pct=0
export IMPL_firstDrtPassIters=2
export IMPL_synth_warnings=1
export IMPL_die_w_microns=93
export IMPL_yosysUniqueCellTypes=3
export IMPL_rsz0062_at_grt="no"
export IMPL_p_leak_uw=0.000464
export IMPL_max_freq_mhz=1050
export IMPL_gp_congestion=0.758
export IMPL_drive_above_1_share_pct=26.5
export IMPL_clk_path_buf_depth=2
export IMPL_outcome="complete, no violations"
export IMPL_cts_buffers=3
export IMPL_slowest_delay_ps=320
export IMPL_comb_area_sq_um=7.51
export IMPL_p_per_area_nw_per_um2=1600
export IMPL_num_rows=26
export IMPL_synth_area_sq_um=539
export IMPL_grt_max_degree=14
export IMPL_worst_setup_path_end_kind="output pin"
export IMPL_fin_total_pwr_uw=1840
export IMPL_chipArea_sq_um=8650
export IMPL_antenna_found_initial=0
export IMPL_hold_slack_ps=363
export IMPL_async_flop_share_pct=0
export IMPL_yosys_area_share_simple_pct=0
export IMPL_largest_reg_flops=26
export IMPL_avgRoutedWirePerCell_microns=11.6
export IMPL_grt_pass1_vias=463
export IMPL_path_max_fanout=1
export IMPL_ff_type="dfxtp_1"
export IMPL_worst_path_max_delay_cell="dfxtp_1"
export IMPL_synthCells=29
export IMPL_synth_area_per_cell_sq_um=18.6
export IMPL_dp_cells=150
export IMPL_period_used_pct=95.5
export IMPL_finalWirelength_microns=1770
export IMPL_setup_tns_ps=0
export IMPL_required_ps=800
export IMPL_top_area_share_pct=96.5
export IMPL_drcViolationCount=0
export IMPL_synth_dominant_cell_count="dfxtp_1"
export IMPL_area_leaders="dfxtp_1 97%, buf_4 2.8%, conb_1 0.70%"
export IMPL_clock_sinks=26
export IMPL_startpoint_type="flop"
export IMPL_place_hpwl_microns=1550
export IMPL_grt_use_total_pct=4.16
export IMPL_ant_nets=0
export IMPL_htree_levels=1
export IMPL_crit_buf_inv=1
export IMPL_top_area_cell="dfxtp_1"
export IMPL_logic_family="buffers and inverters"
export IMPL_num_vias=397
export IMPL_overflow=0
export IMPL_vdd_drop_max_mv=1.01
export IMPL_enable_flop_cells=0
export IMPL_synthMuxAreaShare_pct=0
export IMPL_cap_violations=0
export IMPL_finalSetupViolations=0
export IMPL_clk_pin_slew_worst_paths_ps=80
export IMPL_drtIter0Drc=7
export IMPL_finalHoldViolCount=0
export IMPL_grt_pass1_wl_microns=2740
export IMPL_viasPerCell=2.59
export IMPL_min_path_type="in2reg"
export IMPL_path_delay_family="flip-flops"
export IMPL_io_pins=55
export IMPL_yosys_cells=29
export IMPL_yosys_area_sq_um=539
export IMPL_worstPathCellList="clkdlybuf4s15_1"
export IMPL_finalNonFillerCells=153
export IMPL_antenna_cells=0
export IMPL_cts_tree="yes"
export IMPL_postSynthSeqShare_pct=96.5
export IMPL_tool_warnings=25
export IMPL_portBuffers=52
export IMPL_yosys_area_share_aoi_pct=0
export IMPL_finalMaxSlewViolations=0
export IMPL_seq_area_sq_um=533
export IMPL_fillCellCount=572
export IMPL_cts_root_buf="clkbuf_8"
export IMPL_ys_seq_elements=26
export IMPL_critPathKind="reg2out"
export IMPL_utilization_pct=22.3
export IMPL_common_cells="26 x dfxtp_1, 2 x buf_4, 1 x conb_1"
export IMPL_die_height_microns=93
export IMPL_synthAdderAreaFrac_pct=0
export IMPL_fp_utilization_pct=10.5
export IMPL_core_area_sq_um=5140
export IMPL_period_minus_slack_ps=955
export IMPL_syn2layout_area_growth_pct=112
layer usage:
layer	wire length, microns	global-route usage, %
met1	683	4.46
met2	796	6.60
met3	282	3.31
met4	10	0.257
met5	0	0
where the power goes:
part           internal [uW]  total, uW  switching [uW]  leakage, uW
combinational            139        161            22.2     0.000223
sequential              1090       1110            12.9     0.000219
clock                    269        569             300    0.0000216
total                   1500       1840             335     0.000464
area by class of cell:
type                            count  area share (%)
Clock buffer                        3            3.61
Multi-Input combinational cell      2           0.656
Timing Repair Buffer               52            41.5
Tap cell                           70            7.65
Sequential cell                    26            46.6
cells in the final DEF (no fill, tap or decap):
cell             instances
conb_1                   2
clkbuf_8                 3
clkbuf_2                 8
buf_2                    1
dfxtp_2                 10
dfxtp_1                 16
clkdlybuf4s50_1         26
clkdlybuf4s15_1         17
path summary, 6_finish.rpt:
path	slack, ps	cells past startpoint	start	endpoint
min	360	1	in[13]	out[15]
max	40	1	out[6]	out[6]
stage by stage:
step / cell area (sq um) / worst slack [ps]
2_1_floorplan: 543 / 538
3_3_place_gp: 1140 / 12.6
3_5_place_dp: 1140 / 5.56
4_1_cts: 1170 / 1.13
5_1_grt: 1140 / 0.0165
6_report: 1140 / 44.9
repair_timing:
item / CTS / global route
hold buffers: 0 / 0
buffers inserted: 0 / 0
setup endpoints to repair: 26 / 11
resized: 55 / 17
logic make-up after synthesis:
group                  count (synthesis)
buffers and inverters                  2
DFF                                   26
other                                  1
Power figures rest on the tool's default switching activity, not on a simulated workload.
