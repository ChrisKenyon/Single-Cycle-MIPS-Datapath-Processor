<file path="design/flow/constraint.sdc">
current_design alu

set clk_period 17.4
set clk_io_pct 0.2

create_clock -name clk0 -period $clk_period

set non_clock_inputs [all_inputs -no_clocks]
set_input_delay [expr $clk_period * $clk_io_pct] -clock clk0 $non_clock_inputs
set_output_delay [expr $clk_period * $clk_io_pct] -clock clk0 [all_outputs]
</file>
<file path="design/flow/config.mk">
export PLATFORM = sky130hd
export DESIGN_NAME = alu
export DESIGN_NICKNAME = alu
export VERILOG_FILES = /design/flow/design.v
export SDC_FILE = /design/flow/constraint.sdc
export NUM_CORES = 4
export LEC_CHECK = 1
export CORE_UTILIZATION = 30
</file>
<file path="design/flow/design.v">
module alu( 
      output reg signed [31:0] aluresult = 0, 
			output zero,
      input[3:0] operation, 
			input signed [31:0] data_a, 
			input signed [31:0] data_b 
		);
assign zero = (aluresult == '0);    
always @ (operation or data_a or data_b) 
begin
    case (operation)
		4'b0000: 
			begin  
				aluresult = data_a & data_b;
			end
		4'b0001: 
			begin  
				aluresult = data_a | data_b;
			end
		4'b0010: 
			begin  
				aluresult = data_a + data_b;
			end
		4'b0110: 
			begin  
				aluresult = data_a - data_b;
			end
		4'b0111:
			begin  
				aluresult =  data_a < data_b ? 1 : 0;
			end
		4'b1100: 
			begin  
				aluresult = ~( data_a  | data_b );
			end
		default: 
			begin
				aluresult <= 0;
			end
	endcase
end
endmodule
</file>
<file path="design/flow/run.sh">
#!/bin/bash
# OpenROAD 26Q1-2900-gdf79404cd8, Yosys 0.63+post, stock flow scripts
make -C /OpenROAD-flow-scripts/flow DESIGN_CONFIG=/design/flow/config.mk WORK_HOME=/design/flow/orfs finish
</file>
==> impl_results.rst <==
Flow metrics
------------

.. list-table::
   :header-rows: 1

   * - Metric
     - Value
   * - Resize count post-CTS
     - 0
   * - Iteration-0 DRC count of the detailed router
     - 557
   * - Unrepaired setup endpoints after global routing
     - no
   * - Hold crit path type
     - input port to output pin
   * - Total wire length
     - 20.7 mm
   * - Sequential cell area
     - 0 sq um
   * - Count of inserted antenna diode cells
     - 0
   * - Floorplan Utilization
     - 0.307
   * - Average wire per standard cell
     - between 15 and 20 microns
   * - Final critical-path required period
     - 11.48 ns
   * - Layout Cells excl Fill
     - 1,110
   * - Hold Startpoint
     - data_b[18]
   * - Final Cycle Share
     - 0.660
   * - First-pass GRT wire length
     - 32.8 mm
   * - Cell breakdown of the critical path
     - clkdlybuf4s50_1, ha_1, inv_1, fa_1, nor2b_1, o2111ai_1, and3b_1, o21ai_1, a21boi_0, nand2_1, nand2_1, o22ai_1, nor4b_1, and4b_1, and4b_1, clkdlybuf4s50_1
   * - Number of buffers inserted by port buffering
     - 101
   * - Filler cell count in the final layout
     - 1,936
   * - Area delta synth->final
     - 21.5%
   * - GP Congestion
     - just under 1
   * - Post-route DRC
     - 0
   * - Antenna-violating nets left
     - 0
   * - Total die area
     - 19,000 sq um
   * - Vert. Die Dim
     - ~140 microns
   * - GR Util All Layers
     - 0.223
   * - Worst Hold Path Cells
     - 5
   * - Initial DRT Pass Iterations
     - 8
   * - CP max FO
     - 6
   * - Hold Slack
     - roughly 8.2 ns
   * - Placed Cells
     - 1,110
   * - Switching power as a share of total power
     - 0.577
   * - Power density over the cells
     - between 30 and 40 nW/um^2
   * - Largest delay share family, worst path
     - simple AND/OR/NAND/NOR gates
   * - Combinational fraction of design power
     - 1.000
   * - Count of cell types in the netlist
     - 84
   * - Startpoint-to-endpoint class of the critical path
     - input port to output pin
   * - Run status
     - completed
   * - Slew HR
     - 0.434
   * - Synthesized chip area reported by yosys
     - 5530 sq um
   * - CP arrival
     - roughly 8 ns
   * - Pin count of the biggest net entering global routing
     - 35
   * - Mean cell area of the mapped netlist
     - 6.74 sq um
   * - # setup viols final
     - 0
   * - Max-Cap Viols
     - 0
   * - Post-synthesis cell count
     - 820
   * - Proportion of power drawn by the clock network
     - 0
   * - Required arrival time at the worst endpoint
     - between 10 and 15 ns
   * - Number of buffers added for setup after CTS
     - 0
   * - Overflow after GRT
     - 0
   * - Min-Delay Endpoint
     - aluresult[18]
   * - Top-Level Pins
     - 101
   * - Yosys cell count
     - 820
   * - Transition time at the pin with the least slew margin
     - around 0.85 ns
   * - Share of final-layout standard cells stronger than drive strength 1
     - 0.0556
   * - Via count
     - 6,471
   * - Standby leakage power
     - 2.88 nW
   * - Clock Buffer Count
     - 0
   * - Netlist area before placement
     - 5530 sq um
   * - Area of the core
     - 18,000 sq um
   * - Maximum resistive drop on vdd
     - 11.0 uV
   * - Max-slew violation count
     - 0
   * - Die boundary width
     - 138 microns
   * - Total Negative Setup Slacks
     - 0 ns
   * - Average via count per standard cell
     - 5.83
   * - Number of global-route vias before repair
     - 6,052
   * - Switching Power
     - around 0.12 mW
   * - Crit path max-delay cell type
     - sky130_fd_sc_hd__nor4b_1
   * - Portion of the post-synthesis area used by sequential elements
     - 0
   * - Maximum clock frequency
     - 87.1 MHz
   * - Sort of element at the start of the critical path
     - input port
   * - Crit end category
     - output pin
   * - Count of tool warnings
     - 102
   * - Max incr delay on CP
     - 0.62 ns
   * - Synth warnings
     - 1
   * - Layout sequential cell count
     - 0
   * - Count of buffering cells on the critical path with inverters included
     - 3
   * - Flop pwr share
     - 0
   * - Number of antenna violations at the first check in global routing
     - 0
   * - Count of hold buffers inserted by post-cts repair
     - 0
   * - Number of placement rows
     - 49
   * - Final HPWL DP
     - between 15 and 20 mm
   * - Cell-internal power
     - 0.0910 mW
   * - Total count of hold-check failures in the final report
     - 0
[Yosys cell counts (all sizes together), types with 16 or more instances]
master,n,share of area
ha,102,0.23
inv,98,0.067
nor2,81,0.056
a21oi,75,0.069
nand2,54,0.037
o21ai,42,0.043
clkbuf,29,0.020
a221oi,28,0.045
buf,23,0.022
a31oi,18,0.020
nor3,16,0.014
[layout make-up]
class | instances | area, sq um | area share
Tap cell | 229 | 287 | 0.0426
Timing Repair Buffer | 113 | 1100 | 0.164
Inverter | 98 | 368 | 0.0547
Multi-Input combinational cell | 670 | 4960 | 0.739
[cell families (layout without fill, tap and decap cells)]
logic type	count (synthesis)	count (layout)	share of synthesized area
xor gates and xnor gates	3	3	0.00475
muxes	3	3	0.00588
and+or+nand+nor	238	238	0.213
AOI/OAI and AO/OA	322	322	0.430
buffers and inverters	150	211	0.108
adders and majority gates	104	104	0.238
[stage by stage]
| stage | util | instance area, sq um | setup slack (ns) | total power, mW |
|---|---|---|---|---|
| after floorplan | - | 5530 | 7.62 | 0.131 |
| after global placement | 0.373 | 6720 | 5.91 | 0.212 |
| after detailed placement | 0.373 | 6720 | 5.96 | 0.211 |
| after CTS | 0.373 | 6720 | 5.94 | 0.212 |
| after global routing | 0.373 | 6720 | 5.65 | 0.235 |
| final | 0.373 | 6720 | 5.92 | 0.215 |
[tightest hold or removal path, cell delays in order]
cell                              delay (ns)
sky130_fd_sc_hd__clkdlybuf4s50_1        0.42
sky130_fd_sc_hd__inv_1                  0.09
sky130_fd_sc_hd__ha_1                   0.19
sky130_fd_sc_hd__o2111ai_1              0.14
sky130_fd_sc_hd__clkdlybuf4s50_1        0.43
[power groups by stage]
stage	Sequential (mW)	Combinational (mW)	Clock (mW)
6_report	0	0.215	0
4_1_cts	0	0.212	0
5_1_grt	0	0.235	0
[placed cells by master, fill, tap and decap left out, types with 5 or more instances in the layout]
master and instances:
sky130_fd_sc_hd__ha_1 102, sky130_fd_sc_hd__nand4_1 7, sky130_fd_sc_hd__o31ai_1 12, sky130_fd_sc_hd__a221o_1 6, sky130_fd_sc_hd__o21ai_0 34, sky130_fd_sc_hd__o22a_1 9
sky130_fd_sc_hd__inv_1 97, sky130_fd_sc_hd__nor4_1 13, sky130_fd_sc_hd__nor2_1 79, sky130_fd_sc_hd__clkdlybuf4s50_1 101, sky130_fd_sc_hd__a31oi_1 18, sky130_fd_sc_hd__nand2_1 54
sky130_fd_sc_hd__buf_4 12, sky130_fd_sc_hd__o211ai_1 13, sky130_fd_sc_hd__a21o_1 15, sky130_fd_sc_hd__a221oi_1 27, sky130_fd_sc_hd__nor3_1 15, sky130_fd_sc_hd__nand2b_1 10
sky130_fd_sc_hd__o22ai_1 11, sky130_fd_sc_hd__a32oi_1 5, sky130_fd_sc_hd__a21oi_1 73, sky130_fd_sc_hd__o21bai_1 11, sky130_fd_sc_hd__o221a_2 6, sky130_fd_sc_hd__a22oi_1 9
sky130_fd_sc_hd__o21ai_1 5, sky130_fd_sc_hd__a211oi_1 8, sky130_fd_sc_hd__o2111ai_1 5, sky130_fd_sc_hd__nand3_1 15, sky130_fd_sc_hd__nor2b_1 6
[how the worst max path moves through the flow]
stage | startpoint | to | slack (ns) | cells after the start
final | data_b[0] | zero | 5.92 | 16
after CTS | data_a[10] | zero | 5.94 | 15
after global routing | data_a[6] | zero | 5.65 | 14
[per-layer routing]
metal  share of wire  vias to the layer above  track usage
met3           0.069                       36       0.0139
met2            0.44                      279        0.351
met1            0.46                     2965        0.329
met5               0                        -            0
met4           0.030                        0       0.0592
li1                -                     3191            -
No activity file was given, so power comes from the tool's default toggle rates.
