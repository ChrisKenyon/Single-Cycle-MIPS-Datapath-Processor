===== flow/run.sh =====
#!/bin/bash
# OpenROAD 26Q1-2900-gdf79404cd8, Yosys 0.63+post, stock flow scripts
make -C /OpenROAD-flow-scripts/flow DESIGN_CONFIG=/design/flow/config.mk WORK_HOME=/design/flow/orfs finish

===== flow/config.mk =====
export PLATFORM = sky130hd
export DESIGN_NAME = mux32b2_1
export DESIGN_NICKNAME = mux32b2_1
export VERILOG_FILES = /design/flow/design.v
export SDC_FILE = /design/flow/constraint.sdc
export NUM_CORES = 4
export LEC_CHECK = 1
export CORE_AREA = 10 10 71 71
export DIE_AREA = 0 0 81 81

===== flow/constraint.sdc =====
current_design mux32b2_1

set clk_period 1.0
set clk_io_pct 0.2

create_clock -name clk0 -period $clk_period

set non_clock_inputs [all_inputs -no_clocks]
set_input_delay [expr $clk_period * $clk_io_pct] -clock clk0 $non_clock_inputs
set_output_delay [expr $clk_period * $clk_io_pct] -clock clk0 [all_outputs]

===== flow/design.v =====
module mux32b2_1 (a, b, select, out);
  input [31:0] a, b;
  input select;
  output reg [31:0] out;
  always @ (a or b or select)
  begin
    if (select == 1)
      out = a;
    else 
      out = b;
  end
endmodule

==> Table 3: Implementation characteristics <==
Summary of implementation characteristics

Parameter                              Value

Yosys
  Tally of yosys warning messages .................. 1
  Cell area after technology mapping .................. around 540 sq um
  Post-synth top area cell .................. mux2_4
  Dominant cell area share .................. 0.828
  Top cells by area .................. mux2_4 83%, buf_12 11%, mux2_2 4.1%
  Portion of the post-synthesis area used by sequential elements .................. 0
  Gate Count Post-Synth .................. 36
  Synthesized chip area reported by yosys .................. around 540 sq um
  Unique masters post-synth .................. 4
  Post-synthesis cell count from yosys .................. 36
  Mapped Avg Cell Area .................. 15.1 sq um

GRT
  Total grt overflow .................. 0
  Most heavily used metal layer in global routing .................. met2
  Global routing met1 resource utilization .................. 0.0883
  Met3 Usage GRT .................. 0.0256
  Largest net degree at the start of global routing .................. 11
  Global-route total usage across every layer .................. 0.0738
  Global-route wire length before repair .................. around 3.9 mm
  Global Route met2 Usage .................. 0.132
  Number of global-route vias before repair .................. 754
  Initial antenna violation count .................. 0

Critical path
  Launching element type of the critical path .................. input pin
  Chain of cells forming the critical path .................. buf_12 > buf_12 > mux2_4 > buf_6
  CP Max Fanout .................. 10
  Worst path most repeated cell .................. buf_12
  Slowest Stage Delay on Critical Path .................. about 300 ps
  Worst endpoint required time .................. approximately 800 ps
  Data arrival, critical path .................. between 800 and 900 ps
  Critical-path cell with the highest stage delay .................. mux2_4
  Type of element capturing the critical path .................. primary output
  Type of the worst setup path .................. in2out

Layout
  Post-route cell area .................. between 0.0015 and 0.002 sq mm
  Storage element area .................. 0 sq um
  Most frequently placed logic cell in the final layout .................. dlygate4sd2_1
  Area growth syn-to-layout .................. 184%
  End-of-flow core utilization .................. 0.425
  Share of cells above drive strength 1 .................. 0.522
  Flops .................. 0
  Number of clock-tree buffers in the layout .................. 0
  Top Layout Cells .................. 64 x dlygate4sd2_1, 32 x mux2_4, 27 x buf_6

Pwr
  Worst VDD drop .................. ~130 uV
  Static leakage power .................. around 0.84 nW
  Cell area power density .................. between 300 and 400 mW/mm^2
  Pwr Total .................. about 0.00061 W

STA
  Worst Tran Pin Value .................. ~84 ps
  Normalized max-slew margin .................. 0.944
  RSZ-0062 raised after global routing .................. yes
  Peak clock frequency supported by timing .................. a little over 900 MHz
  Post-route clock period utilization .................. 1.08
  Minimum clock period .................. roughly 1100 ps
  WHS .................. between 700 and 800 ps
  Total Negative Setup Slacks .................. -2220 ps
  Number of hold violations in the final report .................. 0
  Max-slew violation count .................. 0
  Final tally of setup violations .................. 32
  Fin worst setup slack .................. -80.1 ps

Place
  Buffers added on ports .................. 97
  Instance area at placement .................. 0.00156 sq mm
  Detail Placement HPWL .................. 2.55 mm
  RD Place Congestion .................. between 0.8 and 0.9

Drt
  Count of inserted antenna diode cells .................. 0
  Total number of vias .................. ~680
  Routed wirelength normalized by instance count .................. ~15 um
  Post-route antenna net violation count .................. 0
  Final WL .................. ~2.8 mm
  DR iter-0 viols .................. 1
  Number of detailed-route iterations in the first pass .................. 2
  Remaining DRCs .................. 0
  Routed vias/inst .................. ~3.7

Worst hold path
  Type of the most critical hold path .................. in2out

Floorplanning
  Starting utilization of the core area .................. 0.150
  Chip height .................. a little over 80 um
  Die width .................. 81 um
  Total core area .................. 0.00363 sq mm
  Number of top-level pins .................. 97
  Total die area .................. between 0.006 and 0.007 sq mm
  Standard-cell row count .................. 22

Clock tree
  Post-CTS Hold Buffers .................. 0

Flow run
  OpenROAD warnings .................. 34
  Max cap viols .................. 0

Run status
  Run status .................. complete, but fails checks
  Violated checks .................. negative setup slack
==> logic make-up (layout without fill, tap and decap cells) <==
family / after synthesis / count (layout) / synth area share
buffers and inverters: 4 / 102 / 0.131
muxes: 32 / 32 / 0.869
==> worst paths after layout <==
path	start	endpoint	slack (ps)	cells after the start
max	select	out[5]	-80	4
min	b[31]	out[31]	800	3
==> metrics by stage <==
step / instances / setup WS [ps]
after CTS: 182 / -84.7
after global placement: 180 / -523
after global routing: 182 / -98.5
after detailed placement: 180 / -532
after floorplan: 36 / 66.9
final: 182 / -80.1
==> critical path: cells and delay by family <==
family,cells,cell delay [ps]
muxes,1,300
buffers and inverters,3,370
==> report_power, final <==
group          leakage (nW)  internal (W)  total (W)  switching, W
logic                 0.838      0.000476   0.000614      0.000138
registers                 0             0          0             0
clock network             0             0          0             0
==> cells in the mapped netlist (all sizes together) <==
| cell type | n |
|---|---|
| buf | 4 |
| mux2 | 32 |
==> layer usage <==
layer	share of wire	wire length, um	vias to the layer above
li1	-	-	332
met1	0.40	1120	299
met2	0.50	1390	50
met3	0.11	298	0
met4	0	0	0
met5	0	0	-
==> what timing repair did <==
item,in CTS,in global routing
resized,187,7
endpoints found under the setup margin,32,32
setup buffers,1,0
gates cloned,1,0
==> layout make-up <==
type / count / area (sq um)
Timing Repair Buffer: 102 / 1000
Multi-Input combinational cell: 32 / 480
Tap cell: 48 / 60.1
Fill cell: 360 / 2090
Power is estimated from default activity; no workload was simulated.
